==> ./config.mk <==
export PLATFORM = sky130hd
export DESIGN_NAME = PC
export DESIGN_NICKNAME = PC
export VERILOG_FILES = /design/flow/design.v
export SDC_FILE = /design/flow/constraint.sdc
export NUM_CORES = 4
export LEC_CHECK = 1
export CORE_AREA = 10 10 78 78
export DIE_AREA = 0 0 88 88
==> ./constraint.sdc <==
current_design PC

set clk_period 2.9
set clk_io_pct 0.2

create_clock -name clk0 -period $clk_period [get_ports {clock}]

set non_clock_inputs [all_inputs -no_clocks]
set_input_delay [expr $clk_period * $clk_io_pct] -clock clk0 $non_clock_inputs
set_output_delay [expr $clk_period * $clk_io_pct] -clock clk0 [all_outputs]
==> ./design.v <==
module PC(clock,reset,inc,dec,flush_PC,PCoutenable,PCout);
    input clock;
    input inc;
    input dec;
    input reset;
    input PCoutenable;
    input flush_PC;
    output[11:0] PCout;
    reg[11:0] PCnext;
    wire[11:0] PC_current_data;
    always @(posedge clock or negedge reset) begin
        if(!reset)
            PCnext <= 12'b000000000000; 
        else if(flush_PC)
            PCnext <= 12'b0;
        else
        begin
            if(inc == 1'b1) begin
                PCnext <= PC_current_data + 1'b1;
            end 
            if(dec == 1'b1) begin
                PCnext <= PC_current_data - 1'b1;
            end
        end
    end
    assign PC_current_data = PCnext;    
    assign PCout = PCoutenable ? PCnext : 12'bz;
endmodule
==> ./run.sh <==
#!/bin/bash
# OpenROAD 26Q1-2900-gdf79404cd8, Yosys 0.63+post, stock flow scripts
make -C /OpenROAD-flow-scripts/flow DESIGN_CONFIG=/design/flow/config.mk WORK_HOME=/design/flow/orfs finish
==> out/results.ini <==
[run_status]
outcome=finished, final reports clean

[floorplan]
die_x_um=88
io_pins=18
die_area_um2=7740
rows=24
fp_util=0.214
die_h_um=88
core_area_um2=4410

[logic_synthesis]
yosysTopAreaCell=dfrtp_1
ys_types=33
netlist_instances=97
synth_top_area_share=0.317
avgSynthCellArea_um2=9.75
yosysMostFrequentCell=dfrtp_1
synth-edff-count=0
ys.flop_type=dfrtp_1
yosys_area_um2=946
synth_area_um2=946
async_flop_share=1.00
ys_cells=97
yosys-top-cells-count=12 x dfrtp_1, 10 x ha_1, 10 x nand2_1
ys_seq_share=0.317
topCellsByArea=dfrtp_1 32%, ha_1 13%, a22o_1 6.5%, xnor2_1 4.6%, a21oi_1 4.2%
ys_seq_elements=12
yosys_warnings=2

[pwr]
p_leak_nw=0.565
cellPowerDensity_nw_per_um2=889
peakVddDrop_v=0.000216

[clocking]
worstSkewPairLatency_ps=240
clk_pin_slew_worst_paths_ps=50
clk_path_buf_depth=2
clock-root-buffer=clkbuf_8
clkSinkCount=12
cts-resized-gates=0
post-cts-setup-buffers=0
htree_levels=1
cts_made_buffers=3
ctsHoldBuffers=0
cts_tree=done

[sta]
skew_ps=4.29
finalSetupViolCount=0
worst_slew_pin_slew_ps=557
fmax_mhz=381
relSlewSlack=0.627
rsz0062_at_grt=no
final_hold_viol_count=0
period_needed_ps=2620
tns_ps=0
min_period_over_period=0.904
drv_slew=0

[hold_path]
hp-class=reg -> reg

[worst_setup_path]
critPathMaxFanout=7
cp.arrival_ps=2750
cp.required_ps=3030
critPathKind=in -> reg
cp-start-kind=input pin
crit_path_end_kind=register

[drt]
routed_wirelength_um=2290
n_antenna_cell=0
wl_per_cell_um=13.2
post-route-drc-count=0
drt_iter0_drc=53
num_vias=853
via_per_inst=4.93
antenna_left=0
dr.pass1.iters=4

[place]
postPlaceCellArea_um2=1220
portBuffers=16
place_hpwl_um=1750
place.gp.congestion=0.909

[flow_run]
warning_count=26
drv_cap=0

[layout]
largest_register_ffs=12
drive_gt1_frac=0.132
largest-register=PCnext
fin_area_um2=1260
fill_cells=449
top_regs=PCnext x12
syn2layout_area_growth_pct=33.2

[global_route]
grt_pass1_wl_um=3970
antenna_found_initial=0
grt_usage=0.0621
grt_pass1_vias=866
overflow=0
grt_max_degree=15

-- placed cells by master, fill, tap and decap left out, drive strengths merged, types with 2 or more instances in the layout --
| cell | netlist | routed |
|---|---|---|
| nor2 | 3 | 3 |
| ha | 10 | 10 |
| buf | 1 | 8 |
| o21ai | 5 | 5 |
| and3 | 3 | 3 |
| clkbuf | 2 | 3 |
| a22o | 7 | 7 |
| a211oi | 2 | 2 |
| nor3b | 4 | 4 |
| clkdlybuf4s50 | 0 | 16 |
| xor2 | 3 | 3 |
| xnor2 | 5 | 5 |
| a21o | 3 | 3 |
| nand4 | 2 | 2 |
| o211ai | 3 | 3 |
| dfrtp | 12 | 12 |
| a21oi | 8 | 8 |
| nand2 | 10 | 10 |
-- cell families after synthesis --
family                     Yosys count  synth area share
adders and majority gates           11             0.153
AOI/OAI and AO/OA                   33             0.257
buffers and inverters                4            0.0172
and+or+nand+nor                     27             0.159
muxes                                2            0.0225
DFF                                 12             0.317
xor gates and xnor gates             8            0.0741
-- area by class of cell --
type | instances | area (um^2) | share of cell area
timing repair buffer | 24 | 220 | 0.175
clock buffer | 3 | 41.3 | 0.0328
tap | 52 | 65.1 | 0.0516
sequential | 12 | 300 | 0.238
inverter | 1 | 3.75 | 0.00298
multi-input combinational | 81 | 629 | 0.500
-- final timing paths --
check	cells past startpoint	to	from	slack (ps)
worst min register to register	2	PCnext[2]	PCnext[2]	530
worst min-delay path	2	PCnext[2]	PCnext[2]	530
worst max-delay path	7	PCnext[8]	dec	280
worst max register to register	6	PCnext[8]	PCnext[0]	850
min in group asynchronous	1	PCnext[10]	reset	700
max in group asynchronous	1	PCnext[5]	reset	1830
-- routing by layer --
layer,up-vias,global-route usage,wire [um]
li1,420,-,-
met1,416,0.0818,1060
met2,15,0.0985,1050
met3,2,0.0215,166
met4,0,0.00870,10
met5,-,0,0
-- power by group --
part / switching, W / internal (W) / total (W)
registers: 0.0000605 / 0.000232 / 0.000293
logic: 0.000299 / 0.000379 / 0.000678
clock network: 0.0000580 / 0.0000913 / 0.000149
-- worst max-delay path: stages --
cell             delay, ps
clkdlybuf4s50_1        590
fa_1                   520
a21o_1                 230
a221oi_2               330
o21ai_1                130
xor2_1                 160
a22o_1                 200
-- metrics by stage --
stage | hold WS [ps] | power [W] | setup slack (ps) | cells | util
CTS | 537 | 0.00113 | 295 | 173 | 0.285
finish | 533 | 0.00112 | 278 | 173 | 0.285
floorplan | 284 | 0.000702 | 818 | 97 | -
detailed placement | 525 | 0.000965 | 51.7 | 170 | 0.276
global route | 557 | 0.00123 | 192 | 173 | 0.285
global placement | 512 | 0.000958 | 60.5 | 170 | 0.276
Power is estimated from default activity; no workload was simulated.
