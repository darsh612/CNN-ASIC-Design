`flow/config.mk`:
```
export PLATFORM = sky130hd
export DESIGN_NAME = datapath
export DESIGN_NICKNAME = datapath
export VERILOG_FILES = /design/flow/design.v
export SDC_FILE = /design/flow/constraint.sdc
export NUM_CORES = 4
export LEC_CHECK = 1
export CORE_UTILIZATION = 30
```
`flow/constraint.sdc`:
```
current_design datapath

set clk_period 4.2
set clk_io_pct 0.2

create_clock -name clk0 -period $clk_period [get_ports {clock}]

set non_clock_inputs [all_inputs -no_clocks]
set_input_delay [expr $clk_period * $clk_io_pct] -clock clk0 $non_clock_inputs
set_output_delay [expr $clk_period * $clk_io_pct] -clock clk0 [all_outputs]
```
`flow/design.v`:
```
module datapath (
    line_data_in,weight_data_in,
    clock,reset,
    data_out,x_dim_zero_flag,x_dim_sec_flag,stopper,
    data_or_dim,x_or_y,weight_data_sel,y_sel,sel,flush
);
    input[15:0] line_data_in,weight_data_in;
    input clock,reset;
    output[15:0] data_out;
    output x_dim_zero_flag;
    output x_dim_sec_flag;
    output stopper;
    reg[15:0] IR_in;
    reg[4:0] SRAM_in,x_line,y_line;
    reg[15:0] weight_data_line;
    reg[15:0] data_temp;
    reg[15:0] Carry_A;
    reg[47:0] A_reg_added_val;
    reg[15:0] data_temp_padded;
    reg[15:0] weight_data;
    reg[4:0] x_dim,y_dim;
    reg[15:0] A_reg,B_reg,C_reg;
    input data_or_dim,x_or_y,weight_data_sel,y_sel;
    input flush;
    input[1:0] sel;
    reg[15:0] data_out;
    reg x_dim_zero_flag;
    reg x_dim_sec_flag;
    reg stopper;
    wire[47:0] A_reg_temp;
    reg[2:0] temp_a_0,temp_a_1,temp_a_2,temp_a_3,temp_a_4,temp_a_5,temp_a_6,temp_a_7,temp_a_8,temp_a_9,temp_a_10,temp_a_11,temp_a_12,temp_a_13,temp_a_14,temp_a_15,temp_a_16;
    LUT1 l1(A_reg_temp[2:0],temp_a_0[0],temp_a_0[1],temp_a_0[2]);
    LUT1 l2(A_reg_temp[5:3],temp_a_1[0],temp_a_1[1],temp_a_1[2]);
    LUT1 l3(A_reg_temp[8:6],temp_a_2[0],temp_a_2[1],temp_a_2[2]);
    LUT1 l4(A_reg_temp[11:9],temp_a_3[0],temp_a_3[1],temp_a_3[2]);
    LUT1 l5(A_reg_temp[14:12],temp_a_4[0],temp_a_4[1],temp_a_4[2]);
    LUT1 l6(A_reg_temp[17:15],temp_a_5[0],temp_a_5[1],temp_a_5[2]);
    LUT1 l7(A_reg_temp[20:18],temp_a_6[0],temp_a_6[1],temp_a_6[2]);
    LUT1 l8(A_reg_temp[23:21],temp_a_7[0],temp_a_7[1],temp_a_7[2]);
    LUT1 l9(A_reg_temp[26:24],temp_a_8[0],temp_a_8[1],temp_a_8[2]);
    LUT1 l10(A_reg_temp[29:27],temp_a_9[0],temp_a_9[1],temp_a_9[2]);
    LUT1 l11(A_reg_temp[32:30],temp_a_10[0],temp_a_10[1],temp_a_10[2]);
    LUT1 l12(A_reg_temp[35:33],temp_a_11[0],temp_a_11[1],temp_a_11[2]);
    LUT1 l13(A_reg_temp[38:36],temp_a_12[0],temp_a_12[1],temp_a_12[2]);
    LUT1 l14(A_reg_temp[41:39],temp_a_13[0],temp_a_13[1],temp_a_13[2]);
    assign A_reg_temp[47:42] = 6'b000000;
    wire[47:0] B_reg_temp;
    reg[2:0] temp_b_0,temp_b_1,temp_b_2,temp_b_3,temp_b_4,temp_b_5,temp_b_6,temp_b_7,temp_b_8,temp_b_9,temp_b_10,temp_b_11,temp_b_12,temp_b_13,temp_b_14,temp_b_15,temp_b_16;
    LUT1 g1(B_reg_temp[2:0],temp_b_0[0],temp_b_0[1],temp_b_0[2]);
    LUT1 g2(B_reg_temp[5:3],temp_b_1[0],temp_b_1[1],temp_b_1[2]);
    LUT1 g3(B_reg_temp[8:6],temp_b_2[0],temp_b_2[1],temp_b_2[2]);
    LUT1 g4(B_reg_temp[11:9],temp_b_3[0],temp_b_3[1],temp_b_3[2]);
    LUT1 g5(B_reg_temp[14:12],temp_b_4[0],temp_b_4[1],temp_b_4[2]);
    LUT1 g6(B_reg_temp[17:15],temp_b_5[0],temp_b_5[1],temp_b_5[2]);
    LUT1 g7(B_reg_temp[20:18],temp_b_6[0],temp_b_6[1],temp_b_6[2]);
    LUT1 g8(B_reg_temp[23:21],temp_b_7[0],temp_b_7[1],temp_b_7[2]);
    LUT1 g9(B_reg_temp[26:24],temp_b_8[0],temp_b_8[1],temp_b_8[2]);
    LUT1 g10(B_reg_temp[29:27],temp_b_9[0],temp_b_9[1],temp_b_9[2]);
    LUT1 g11(B_reg_temp[32:30],temp_b_10[0],temp_b_10[1],temp_b_10[2]);
    LUT1 g12(B_reg_temp[35:33],temp_b_11[0],temp_b_11[1],temp_b_11[2]);
    LUT1 g13(B_reg_temp[38:36],temp_b_12[0],temp_b_12[1],temp_b_12[2]);
    LUT1 g14(B_reg_temp[41:39],temp_b_13[0],temp_b_13[1],temp_b_13[2]);
    assign B_reg_temp[47:42] = 6'b000000;
    wire[47:0] C_reg_temp;
    reg[2:0] temp_c_0,temp_c_1,temp_c_2,temp_c_3,temp_c_4,temp_c_5,temp_c_6,temp_c_7,temp_c_8,temp_c_9,temp_c_10,temp_c_11,temp_c_12,temp_c_13,temp_c_14,temp_c_15,temp_c_16;
    LUT1 p1(C_reg_temp[2:0],temp_c_0[0],temp_c_0[1],temp_c_0[2]);
    LUT1 p2(C_reg_temp[5:3],temp_c_1[0],temp_c_1[1],temp_c_1[2]);
    LUT1 p3(C_reg_temp[8:6],temp_c_2[0],temp_c_2[1],temp_c_2[2]);
    LUT1 p4(C_reg_temp[11:9],temp_c_3[0],temp_c_3[1],temp_c_3[2]);
    LUT1 p5(C_reg_temp[14:12],temp_c_4[0],temp_c_4[1],temp_c_4[2]);
    LUT1 p6(C_reg_temp[17:15],temp_c_5[0],temp_c_5[1],temp_c_5[2]);
    LUT1 p7(C_reg_temp[20:18],temp_c_6[0],temp_c_6[1],temp_c_6[2]);
    LUT1 p8(C_reg_temp[23:21],temp_c_7[0],temp_c_7[1],temp_c_7[2]);
    LUT1 p9(C_reg_temp[26:24],temp_c_8[0],temp_c_8[1],temp_c_8[2]);
    LUT1 p10(C_reg_temp[29:27],temp_c_9[0],temp_c_9[1],temp_c_9[2]);
    LUT1 p11(C_reg_temp[32:30],temp_c_10[0],temp_c_10[1],temp_c_10[2]);
    LUT1 p12(C_reg_temp[35:33],temp_c_11[0],temp_c_11[1],temp_c_11[2]);
    LUT1 p13(C_reg_temp[38:36],temp_c_12[0],temp_c_12[1],temp_c_12[2]);
    LUT1 p14(C_reg_temp[41:39],temp_c_13[0],temp_c_13[1],temp_c_13[2]);
    assign C_reg_temp[47:42] = 6'b000000;
    always @(posedge clock or negedge reset) begin
        if(!reset)begin
            x_dim <= 5'b00000;
            y_dim <= 5'b00000;
            A_reg <= 16'h0000;
            B_reg <= 16'h0000;
            C_reg <= 16'h0000;
            data_out <= 16'h0000;
            x_dim_zero_flag <= 1'b0;
            x_dim_sec_flag <= 1'b0;
            stopper <= 1'b0; 
        end
        else if(flush == 1'b1)begin
            x_dim <= 5'b00000;
            y_dim <= 5'b00000;
            A_reg <= 16'h0000;
            B_reg <= 16'h0000;
            C_reg <= 16'h0000;
            data_out <= 16'h0000;
            x_dim_zero_flag <= 1'b0;
            x_dim_sec_flag <= 1'b0;
            stopper <= 1'b0; 
        end
        else begin
            if(y_sel == 1'b1) begin
                y_dim <= y_line;
            end
            if(weight_data_sel == 1'b1)begin
                weight_data <= weight_data_in;
            end
            if(sel == 2'b00)begin
                x_dim <= x_line;
            end
            else if(sel == 2'b01)begin
                x_dim <= x_dim - 1'b1;
            end
            if(x_dim == 5'b00000) begin
                x_dim_zero_flag <= 1'b1;
            end
            else begin
                x_dim_zero_flag <= 1'b0;
            end
            if(x_dim == 5'b00010) begin
                x_dim_sec_flag <= 1'b1;
            end
            else begin
                x_dim_sec_flag <= 1'b0;
            end
            C_reg <= IR_in;
            B_reg <= C_reg;
            A_reg <= B_reg;
            data_out <= data_temp_padded;
            if((~C_reg[15]) && (~C_reg[14]) && (~C_reg[13]) && (~C_reg[14]) && (~C_reg[13]) && (~C_reg[12]) && (~C_reg[11]) && (~C_reg[10]) && (~C_reg[9]) && (~C_reg[8]) && (C_reg[7]) && (C_reg[6]) && (C_reg[5]) && (C_reg[4]) && (C_reg[3]) && (C_reg[2]) && (C_reg[1]) && (C_reg[0])) begin
                stopper <= 1'b1;                
            end          
        end
    end
    always @(*) begin
        casex(data_or_dim)
            1'b1: begin
                IR_in = line_data_in;
                SRAM_in = 4'b0000;
            end
            1'b0: begin
                IR_in = 16'h0000;
                SRAM_in = line_data_in[4:0];
            end
        endcase
        casex (x_or_y)
            1'b0:begin
                x_line = SRAM_in;
                y_line = 4'b0000;
            end
            1'b1:begin
                x_line = 4'b0000;
                y_line = SRAM_in;
            end
        endcase
        temp_c_0 <= ~((weight_data[8:6]) ^ (C_reg[2:0]));
        temp_c_1 <= ~((weight_data[8:6]) ^ (C_reg[3:1]));
        temp_c_2 <= ~((weight_data[8:6]) ^ (C_reg[4:2]));
        temp_c_3 <= ~((weight_data[8:6]) ^ (C_reg[5:3]));
        temp_c_4 <= ~((weight_data[8:6]) ^ (C_reg[6:4]));
        temp_c_5 <= ~((weight_data[8:6]) ^ (C_reg[7:5]));
        temp_c_6 <= ~((weight_data[8:6]) ^ (C_reg[8:6]));
        temp_c_7 <= ~((weight_data[8:6]) ^ (C_reg[9:7]));
        temp_c_8 <= ~((weight_data[8:6]) ^ (C_reg[10:8]));
        temp_c_9 <= ~((weight_data[8:6]) ^ (C_reg[11:9]));
        temp_c_10 <= ~((weight_data[8:6]) ^ (C_reg[12:10]));
        temp_c_11 <= ~((weight_data[8:6]) ^ (C_reg[13:11]));
        temp_c_12 <= ~((weight_data[8:6]) ^ (C_reg[14:12]));
        temp_c_13 <= ~((weight_data[8:6]) ^ (C_reg[15:13]));  
        temp_b_0 <= ~((weight_data[5:3]) ^ (B_reg[2:0]));
        temp_b_1 <= ~((weight_data[5:3]) ^ (B_reg[3:1]));
        temp_b_2 <= ~((weight_data[5:3]) ^ (B_reg[4:2]));
        temp_b_3 <= ~((weight_data[5:3]) ^ (B_reg[5:3]));
        temp_b_4 <= ~((weight_data[5:3]) ^ (B_reg[6:4]));
        temp_b_5 <= ~((weight_data[5:3]) ^ (B_reg[7:5]));
        temp_b_6 <= ~((weight_data[5:3]) ^ (B_reg[8:6]));
        temp_b_7 <= ~((weight_data[5:3]) ^ (B_reg[9:7]));
        temp_b_8 <= ~((weight_data[5:3]) ^ (B_reg[10:8]));
        temp_b_9 <= ~((weight_data[5:3]) ^ (B_reg[11:9]));
        temp_b_10 <= ~((weight_data[5:3]) ^ (B_reg[12:10]));
        temp_b_11 <= ~((weight_data[5:3]) ^ (B_reg[13:11]));
        temp_b_12 <= ~((weight_data[5:3]) ^ (B_reg[14:12]));
        temp_b_13 <= ~((weight_data[5:3]) ^ (B_reg[15:13])); 
        temp_a_0 <= ~((weight_data[2:0]) ^ (A_reg[2:0]));
        temp_a_1 <= ~((weight_data[2:0]) ^ (A_reg[3:1]));
        temp_a_2 <= ~((weight_data[2:0]) ^ (A_reg[4:2]));
        temp_a_3 <= ~((weight_data[2:0]) ^ (A_reg[5:3]));
        temp_a_4 <= ~((weight_data[2:0]) ^ (A_reg[6:4]));
        temp_a_5 <= ~((weight_data[2:0]) ^ (A_reg[7:5]));
        temp_a_6 <= ~((weight_data[2:0]) ^ (A_reg[8:6]));
        temp_a_7 <= ~((weight_data[2:0]) ^ (A_reg[9:7]));
        temp_a_8 <= ~((weight_data[2:0]) ^ (A_reg[10:8]));
        temp_a_9 <= ~((weight_data[2:0]) ^ (A_reg[11:9]));
        temp_a_10 <= ~((weight_data[2:0]) ^ (A_reg[12:10]));
        temp_a_11 <= ~((weight_data[2:0]) ^ (A_reg[13:11]));
        temp_a_12 <= ~((weight_data[2:0]) ^ (A_reg[14:12]));
        temp_a_13 <= ~((weight_data[2:0]) ^ (A_reg[15:13])); 
        {Carry_A[0], A_reg_added_val[2:0]} <= (A_reg_temp[2:0] + B_reg_temp[2:0]) + (C_reg_temp[2:0] + 3'b000);
        {Carry_A[1], A_reg_added_val[5:3]} <= (A_reg_temp[5:3] + B_reg_temp[5:3]) + (C_reg_temp[5:3] + 3'b000);
        {Carry_A[2], A_reg_added_val[8:6]} <= (A_reg_temp[8:6] + B_reg_temp[8:6]) + (C_reg_temp[8:6] + 3'b000);
        {Carry_A[3], A_reg_added_val[11:9]} <= (A_reg_temp[11:9] + B_reg_temp[11:9]) + (C_reg_temp[11:9] + 3'b000);
        {Carry_A[4], A_reg_added_val[14:12]} <= (A_reg_temp[14:12] + B_reg_temp[14:12]) + (C_reg_temp[14:12] + 3'b000);
        {Carry_A[5], A_reg_added_val[17:15]} <= (A_reg_temp[17:15] + B_reg_temp[17:15]) + (C_reg_temp[17:15] + 3'b000);
        {Carry_A[6], A_reg_added_val[20:18]} <= (A_reg_temp[20:18] + B_reg_temp[20:18]) + (C_reg_temp[20:18] + 3'b000);
        {Carry_A[7], A_reg_added_val[23:21]} <= (A_reg_temp[23:21] + B_reg_temp[23:21]) + (C_reg_temp[23:21] + 3'b000);
        {Carry_A[8], A_reg_added_val[26:24]} <= (A_reg_temp[26:24] + B_reg_temp[26:24]) + (C_reg_temp[26:24] + 3'b000);
        {Carry_A[9], A_reg_added_val[29:27]} <= (A_reg_temp[29:27] + B_reg_temp[29:27]) + (C_reg_temp[29:27] + 3'b000);
        {Carry_A[10], A_reg_added_val[32:30]} <= (A_reg_temp[32:30] + B_reg_temp[32:30]) + (C_reg_temp[32:30] + 3'b000);
        {Carry_A[11], A_reg_added_val[35:33]} <= (A_reg_temp[35:33] + B_reg_temp[35:33]) + (C_reg_temp[35:33] + 3'b000);
        {Carry_A[12], A_reg_added_val[38:36]} <= (A_reg_temp[38:36] + B_reg_temp[38:36]) + (C_reg_temp[38:36] + 3'b000);
        {Carry_A[13], A_reg_added_val[41:39]} <= (A_reg_temp[41:39] + B_reg_temp[41:39]) + (C_reg_temp[41:39] + 3'b000);
        {Carry_A[14], A_reg_added_val[44:42]} <= (A_reg_temp[44:42] + B_reg_temp[44:42]) + (C_reg_temp[44:42] + 3'b000);
        {Carry_A[15], A_reg_added_val[47:45]} <= (A_reg_temp[47:45] + B_reg_temp[47:45]) + (C_reg_temp[47:45] + 3'b000);
        if((Carry_A[0]) || (A_reg_added_val[2:0] > 3'b100)) begin
            data_temp[0] <= 1'b1;
        end
        else begin
            data_temp[0] <= 1'b0;
        end
        if((Carry_A[1]) || (A_reg_added_val[5:3] > 3'b100)) begin
            data_temp[1] <= 1'b1;
        end
        else begin
            data_temp[1] <= 1'b0;
        end
        if((Carry_A[2]) || (A_reg_added_val[8:6] > 3'b100)) begin
            data_temp[2] <= 1'b1;
        end
        else begin
            data_temp[2] <= 1'b0;
        end
        if((Carry_A[3]) || (A_reg_added_val[11:9] > 3'b100)) begin
            data_temp[3] <= 1'b1;
        end
        else begin
            data_temp[3] <= 1'b0;
        end
        if((Carry_A[4]) || (A_reg_added_val[14:12] > 3'b100)) begin
            data_temp[4] <= 1'b1;
        end
        else begin
            data_temp[4] <= 1'b0;
        end
        if((Carry_A[5]) || (A_reg_added_val[17:15] > 3'b100)) begin
            data_temp[5] <= 1'b1;
        end
        else begin
            data_temp[5] <= 1'b0;
        end
        if((Carry_A[6]) || (A_reg_added_val[20:18] > 3'b100)) begin
            data_temp[6] <= 1'b1;
        end
        else begin
            data_temp[6] <= 1'b0;
        end
        if((Carry_A[7]) || (A_reg_added_val[23:21] > 3'b100)) begin
            data_temp[7] <= 1'b1;
        end
        else begin
            data_temp[7] <= 1'b0;
        end
        if((Carry_A[8]) || (A_reg_added_val[26:24] > 3'b100)) begin
            data_temp[8] <= 1'b1;
        end
        else begin
            data_temp[8] <= 1'b0;
        end
        if((Carry_A[9]) || (A_reg_added_val[29:27] > 3'b100)) begin
            data_temp[9] <= 1'b1;
        end
        else begin
            data_temp[9] <= 1'b0;
        end
        if((Carry_A[10]) || (A_reg_added_val[32:30] > 3'b100)) begin
            data_temp[10] <= 1'b1;
        end
        else begin
            data_temp[10] <= 1'b0;
        end
        if((Carry_A[11]) || (A_reg_added_val[35:33] > 3'b100)) begin
            data_temp[11] <= 1'b1;
        end
        else begin
            data_temp[11] <= 1'b0;
        end
        if((Carry_A[12]) || (A_reg_added_val[38:36] > 3'b100)) begin
            data_temp[12] <= 1'b1;
        end
        else begin
            data_temp[12] <= 1'b0;
        end
        if((Carry_A[13]) || (A_reg_added_val[41:39] > 3'b100)) begin
            data_temp[13] <= 1'b1;
        end
        else begin
            data_temp[13] <= 1'b0;
        end
            data_temp[14] <= 1'b0;
            data_temp[15] <= 1'b0;
        if(y_dim == 5'b10000) begin
            data_temp_padded <= data_temp;
        end
        else if(y_dim == 5'b01100) begin
            data_temp_padded <= {1'b0,1'b0,1'b0,1'b0,1'b0,1'b0,data_temp[9:0]};
        end
        else if(y_dim == 5'b01010) begin
            data_temp_padded <= {1'h0,1'b0,1'b0,1'b0,1'b0,1'b0,1'b0,1'b0,data_temp[7:0]};
        end
        else begin
            data_temp_padded <= 16'h0;
        end
    end
endmodule
module LUT1(out,in1,in2,in3);
    input in1,in2,in3;
    output[2:0] out;
    reg[2:0] out;
    always @(*) begin
        casex ({in3,in2,in1})
        3'b000: out<= 3'b000; 
        3'b001: out<= 3'b001;
        3'b010: out<= 3'b001;
        3'b011: out<= 3'b010;
        3'b100: out<= 3'b001;
        3'b101: out<= 3'b010;
        3'b110: out<= 3'b010;
        3'b111: out<= 3'b011;
    endcase
    end
endmodule
```
`flow/run.sh`:
```
#!/bin/bash
# OpenROAD 26Q1-2900-gdf79404cd8, Yosys 0.63+post, stock flow scripts
make -C /OpenROAD-flow-scripts/flow DESIGN_CONFIG=/design/flow/config.mk WORK_HOME=/design/flow/orfs finish
```
==> results.py <==
# Metrics from the implementation run
metrics = {
    "run_status": {
        "outcome": "finished clean",
    },
    "drt": {
        "drt_iter0_drc": 108,
        "post_drt_wl_per_cell_um": 13.45,
        "antenna_left": 0,
        "vias_per_cell": 4.249,
        "totalWireLength_um": 15280,
        "drc": 0,
        "antenna_cells": 0,
        "first_pass_iters": 4,
        "num_vias": 4827,
    },
    "clock_tree": {
        "clkLatencyLatePin_ns": 0.35,
        "root_buffer": "clkbuf_16",
        "clock_path_buffers": 2,
        "post_cts_buffers": 0,
        "h-tree-depth": 3,
        "cts_resized": 0,
        "cts.sinks": 84,
        "path_clk_slew_ns": 0.07,
        "cts_tree": "yes",
        "cts_buffers": 9,
        "ctsHoldBuffers": 0,
    },
    "pwr": {
        "internal_power_mw": 1.797,
        "combPwrFrac_pct": 31.1,
        "irDropWorstVdd_mv": 0.2213,
        "sw_frac_of_total_pct": 31.52,
        "cellLeakagePower_nw": 4.361,
        "p_sw_mw": 0.8274,
        "power.density_mw_per_mm2": 302.1,
        "clkPwrFrac_pct": 35.3,
        "pwr-share-seq_pct": 33.6,
    },
    "yosys": {
        "flop_cell": "dfrtp_1",
        "synth_cell_types": 41,
        "synth_stat.cells": 763,
        "logic_family": "adder cells",
        "edf_count": 9,
        "yosys_warnings": 2,
        "async_flop_share_pct": 89.29,
        "ys_sh_simple_pct": 10.54,
        "syn_area_mm2": 0.007501,
        "ys_sh_mux_pct": 0,
        "synth_area_per_cell_um2": 9.831,
        "aoi_share_pct": 7.356,
        "synth_flops": 84,
        "syn_inst": 763,
        "ys_area_mm2": 0.007501,
        "synthAdderAreaFrac_pct": 26.66,
        "yosysSeqAreaShare_pct": 28.62,
        "synthXorXnorAreaFrac_pct": 19.62,
    },
    "sta": {
        "fin_setup_tns_ns": 0,
        "fin_ws_ns": 1.218,
        "worst_pin_slew_ns": 0.7486,
        "setup_viol": 0,
        "fmax_mhz": 335.3,
        "slew_headroom_pct": 49.81,
        "grt_setup_unrepaired": "false",
        "maxSlewViolCount": 0,
        "hold_violations": 0,
        "finClkSkew_ns": 0.006340,
        "finalCriticalPeriod_ns": 2.982,
        "fin_crit_sh_pct": 71.00,
        "hold_slack_ns": 0.4478,
    },
    "worst_setup_path": {
        "crit_fanout": 8,
        "crit_buf_inv": 2,
        "required_ns": 4.47,
        "end_kind": "flip-flop",
        "critPathMaxStageDelay_ns": 0.71,
        "crit_top_cell": "ha_1",
        "path_delay_family": "adder cells",
        "critPathArrivalTime_ns": 3.25,
        "start_kind": "flip-flop",
        "critical_path_class": "flip-flop to flip-flop",
        "path_cells": "buf_4 -> xor2_1 -> inv_1 -> ha_1 -> nand2_1 -> o21ai_0 -> fa_1 -> ha_1 -> ha_1 -> o21ai_0 -> a21oi_1",
        "cpMaxStageDelayCell": "edfxtp_1",
        "r2r_slack_ns": 1.22,
    },
    "place": {
        "post-place-ws_ns": 1.164,
        "hpwl_um": 11360,
        "numPortBuffers": 50,
        "place.gp.congestion": 0.8017,
    },
    "floorplan": {
        "coreArea_mm2": 0.02439,
        "fp-row-count": 57,
        "chip_area_mm2": 0.02564,
        "io_pins": 60,
        "die_w_um": 160.1,
        "fp_util_pct": 30.75,
        "die_y_um": 160.1,
    },
    "finish": {
        "drive_above_1_share_pct": 5.049,
        "areaGrowthSynthToFinish_pct": 15.81,
    },
    "flow_run": {
        "maxCapViolCount": 0,
        "warning_count": 76,
    },
    "global_route": {
        "grt_pass1_wl_um": 25740,
        "grt_pass1_vias": 4977,
        "grt_max_degree": 47,
        "grt_antenna_before_repair": 0,
        "grtUsageTotal_pct": 12.94,
        "gr-total-overflow": 0,
    },
    "hold_path": {
        "hold_class": "input port to asynchronous set/reset pin",
    },
}
through the flow:
stage	total power, mW	instances	cell area, um^2	utilization [%]
4_1_cts	2.675	1136	8687	35.62
2_1_floorplan	1.504	764	7505	-
5_1_grt	2.848	1136	8687	35.62
3_5_place_dp	1.719	1120	8347	34.22
6_report	2.625	1136	8687	35.62
3_3_place_gp	1.696	1120	8347	34.22
logic make-up (layout without fill, tap and decap cells):
logic type,after synthesis,count (layout)
adder cells (fa/ha/maj),143,143
flip-flops,84,84
other,1,2
AND-OR/OR-AND,91,91
buffers and inverters,133,181
AND/OR/NAND/NOR,143,143
XOR/XNOR,168,168
Yosys cell counts, types with 2 or more instances:
cell type	instances	share of area (%)
nor4b_1	3	0.35
dfrtp_1	75	25
o21ai_0	51	3.4
a21oi_1	23	1.5
nand2_1	47	2.4
nor4_1	2	0.17
buf_2	15	1.0
edfxtp_1	9	3.6
a211oi_1	2	0.20
inv_1	102	5.1
nor2_1	3	0.15
nor3_1	3	0.20
nor2b_1	35	2.9
buf_4	5	0.50
fa_1	28	7.5
xor2_1	142	17
a32oi_1	2	0.23
ha_1	115	19
nand2b_1	14	1.2
nand3_1	5	0.33
and2_1	18	1.5
a211oi_2	8	1.3
clkbuf_1	10	0.50
nor3b_1	2	0.20
o32ai_1	3	0.35
xnor2_1	26	3.0
routing by layer:
metal / vias up / routed length [um] / global-route usage [%]
li1: 2484 / - / -
met1: 2254 / 7703 / 19.65
met2: 73 / 6892 / 20.73
met3: 16 / 462 / 1.641
met4: 0 / 221 / 1.515
met5: - / 0 / 0
layout make-up:
type	instances	area (um^2)
fill	2463	15700
multi-input combinational	547	4821
sequential	84	2147
timing repair buffer	63	590.6
tap	324	405.4
inverter	102	382.9
clock buffer	9	225.2
clock inverter	7	115.1
worst paths after layout:
check,from,to,cells past startpoint
worst max register to register,weight_data[3],data_out[11],11
worst min register to register,B_reg[15],A_reg[15],1
worst min-delay path,reset,x_dim_sec_flag,1
worst max-delay path,weight_data[3],data_out[11],11
max in group asynchronous,reset,B_reg[14],2
min in group clk0,B_reg[15],A_reg[15],1
power groups by stage:
stage,registers [mW],logic (mW),clock network (mW)
6_report,0.881,0.817,0.926
5_1_grt,0.886,0.978,0.984
4_1_cts,0.882,0.833,0.959
cells in the final DEF (no fill, tap or decap), types with 3 or more instances in the layout:
cell             instances
a211oi_2                 8
a21oi_1                 23
and2_1                  18
buf_4                   14
bufinv_16                3
clkbuf_16                9
clkdlybuf4s50_1         48
dfrtp_1                 75
edfxtp_1                 9
fa_1                    28
ha_1                   115
inv_1                  102
nand2_1                 47
nand2b_1                14
nand3_1                  5
nor2_1                   3
nor2b_1                 35
nor3_1                   3
nor4b_1                  3
o21ai_0                 51
o32ai_1                  3
xnor2_1                 26
xor2_1                 142
Power and IR drop assume default switching activity.
