--- flow/config.mk ---
export PLATFORM = sky130hd
export DESIGN_NAME = controller
export DESIGN_NICKNAME = controller
export VERILOG_FILES = /design/flow/design.v
export SDC_FILE = /design/flow/constraint.sdc
export NUM_CORES = 4
export LEC_CHECK = 1
export CORE_AREA = 10 10 74 74
export DIE_AREA = 0 0 84 84
--- flow/constraint.sdc ---
current_design controller

set clk_period 2.9
set clk_io_pct 0.2

create_clock -name clk0 -period $clk_period [get_ports {clock}]

set non_clock_inputs [all_inputs -no_clocks]
set_input_delay [expr $clk_period * $clk_io_pct] -clock clk0 $non_clock_inputs
set_output_delay [expr $clk_period * $clk_io_pct] -clock clk0 [all_outputs]
--- flow/design.v ---
module controller (
    x_dim_zero_flag,
    x_dim_sec_flag,
    clock,reset,
    dut_run,
    stopper,
    inc,PCout,dec,
    data_or_dim,x_or_y,weight_data_sel,y_sel,
    sel,
    we,
    Out_PC_inc,Out_PC_out,
    weight_PC,
    dut_busy,
    flush
);
    input x_dim_zero_flag;
    input x_dim_sec_flag;
    input clock,reset;
    input dut_run;
    input stopper;
    output inc,PCout,dec;
    output data_or_dim,x_or_y,weight_data_sel,y_sel;
    output[1:0] sel;
    output we;
    output Out_PC_inc,Out_PC_out;
    output[11:0] weight_PC;
    output dut_busy;
    output flush;
     parameter [3:0]
        S0 = 4'b0000,
        S1 = 4'b0001,
        S2 = 4'b0010,
        S3 = 4'b0011,
        S4 = 4'b0100,
        S5 = 4'b0101,
        S6 = 4'b0110,
        S7 = 4'b0111,
        S8 = 4'b1000,
        S9 = 4'b1001,
        S10 = 4'b1010,
        S11 = 4'b1011,
        S12 = 4'b1100,
        S13 = 4'b1101,
        S14 = 4'b1110,
        S15 = 4'b1111;
    reg [3:0] current_state, next_state;
    reg inc,PCout,dec;
    reg data_or_dim,x_or_y,weight_data_sel,y_sel;
    reg[1:0] sel;
    reg we;
    reg Out_PC_inc,Out_PC_out;
    reg[11:0] weight_PC;
    reg dut_busy;
    reg flush;
    reg dut_busy_wire;
    always @(posedge clock or negedge reset) begin
        if(!reset)begin
            current_state <= S0;
            dut_busy <= 1'b0;
        end
        else begin
            current_state <= next_state;
            dut_busy <= dut_busy_wire;
        end
    end
    always @(*) begin
        inc = 0;
        PCout = 0;
        dec = 0;
        data_or_dim = 0;
        x_or_y = 0;
        weight_data_sel = 0;
        y_sel = 0;
        sel = 0;
        we = 0;
        Out_PC_inc = 0;
        Out_PC_out = 0;
        weight_PC = 0;
        dut_busy_wire = 0;
        flush = 0;
        next_state = S0;
        case (current_state)
            S0: begin
                inc = 0;
                PCout = 0;
                dec = 0;
                data_or_dim = 0;
                x_or_y = 0;
                weight_data_sel = 0;
                y_sel = 0;
                sel = 0;
                we = 0;
                Out_PC_inc = 0;
                Out_PC_out = 0;
                weight_PC = 0;
                dut_busy_wire = 0;
                if(dut_run == 1'b0 || reset == 1'b0) begin
                    next_state = S0;
                end
                else if(dut_run == 1'b1 && reset == 1'b1) begin
                    next_state = S1;
                end
            end 
            S1: begin
                inc = 1;
                PCout = 1;
                dec = 0;
                data_or_dim = 0;
                x_or_y = 0;
                weight_data_sel = 0;
                y_sel = 0;
                sel = 0;
                we = 0;
                Out_PC_inc = 0;
                Out_PC_out = 0;
                weight_PC = 12'b000000000001;
                dut_busy_wire = 1;
                if(stopper == 1'b1) begin
                    next_state = S0;
                    flush = 1'b1;
                end
                else begin
                    next_state = S2;
                end
            end
            S2: begin
                inc = 1;
                PCout = 1;
                dec = 0;
                data_or_dim = 0;
                x_or_y = 0;
                weight_data_sel = 1;
                y_sel = 0;
                sel = 0;
                we = 0;
                Out_PC_inc = 0;
                Out_PC_out = 0;
                weight_PC = 12'b000000000001;
                dut_busy_wire = 1;
                next_state = S3;
            end
            S3:begin
                inc = 1;
                PCout = 1;
                dec = 0;
                data_or_dim = 0;
                x_or_y = 1;
                weight_data_sel = 1;
                y_sel = 1;
                sel = 2'b10;
                we = 0;
                Out_PC_inc = 0;
                Out_PC_out = 0;
                weight_PC = 12'b000000000001;
                dut_busy_wire = 1;
                next_state = S4;
            end
            S4:begin
                inc = 1;
                PCout = 1;
                dec = 0;
                data_or_dim = 1;
                x_or_y = 1;
                weight_data_sel = 0;
                y_sel = 0;
                sel = 2'b01;
                we = 0;
                Out_PC_inc = 0;
                Out_PC_out = 0;
                weight_PC = 12'b000000000001;
                dut_busy_wire = 1;
                next_state = S5;
            end
            S5:begin
                inc = 1;
                PCout = 1;
                dec = 0;
                data_or_dim = 1;
                x_or_y = 1;
                weight_data_sel = 0;
                y_sel = 0;
                sel = 1;
                we = 0;
                Out_PC_inc = 0;
                Out_PC_out = 0;
                weight_PC = 12'b000000000001;
                dut_busy_wire = 1;
                next_state = S6;
            end
            S6:begin
                inc = 1;
                PCout = 1;
                dec = 0;
                data_or_dim = 1;
                x_or_y = 1;
                weight_data_sel = 0;
                y_sel = 0;
                sel = 1;
                we = 0;
                Out_PC_inc = 0;
                Out_PC_out = 0;
                weight_PC = 12'b000000000001;
                dut_busy_wire = 1;
                next_state = S7;
            end
            S7:begin
                inc = 1;
                PCout = 1;
                dec = 0;
                data_or_dim = 1;
                x_or_y = 1;
                weight_data_sel = 0;
                y_sel = 0;
                sel = 1;
                we = 0;
                Out_PC_inc = 0;
                Out_PC_out = 0;
                weight_PC = 12'b000000000001;
                dut_busy_wire = 1;
                next_state = S8;
            end
            S8:begin
                if(x_dim_sec_flag == 1'b0) begin
                    inc = 1; 
                    dec = 0;   
                end
                else begin
                    inc = 0;
                    dec = 1;
                end
                PCout = 1;
                data_or_dim = 1;
                x_or_y = 1;
                weight_data_sel = 0;
                y_sel = 0;
                sel = 1;
                we = 1;
                Out_PC_inc = 1;
                Out_PC_out = 1;
                weight_PC = 12'b000000000001;
                dut_busy_wire = 1;
                if(!x_dim_zero_flag) begin
                    next_state = S8;
                end
                else begin
                    next_state = S9;
                end
            end
            S9:begin
                inc = 0;
                PCout = 1;
                dec = 1;
                data_or_dim = 1;
                x_or_y = 1;
                weight_data_sel = 0;
                y_sel = 0;
                sel = 0;
                we = 0;
                Out_PC_inc = 0;
                Out_PC_out = 0;
                weight_PC = 12'b000000000001;
                dut_busy_wire = 1;
                next_state = S1;
            end
        endcase
    end
endmodule
--- flow/run.sh ---
#!/bin/bash
# OpenROAD 26Q1-2900-gdf79404cd8, Yosys 0.63+post, stock flow scripts
make -C /OpenROAD-flow-scripts/flow DESIGN_CONFIG=/design/flow/config.mk WORK_HOME=/design/flow/orfs finish
==> flow_summary.toml <==
# synthesis and place-and-route metrics
[finish]
syn2layout_area_growth_pct = 45.7
stdcell_area_um2 = 754
layout_top_cells = "clkdlybuf4s50_1, conb_1, dfrtp_1"
layout_top_cell = "clkdlybuf4s50_1"
layout-drive-gt1-share_pct = 12.3
layout.cells.non_filler = 115

[drt]
dr.pass1.iters = 3
ant_nets = 0
vias = 342
drt-initial-drc-count = 28
drt-total-wl_um = 1210
num_antenna_cells = 0
vias_per_cell = 2.97
drc = 0
wl_per_cell_um = 10.5

[power]
ir_drop_mv = 0.176
p_per_area_nw_per_um2 = 418
pwr-share-comb_pct = 3.9
p_leak_uw = 0.000381
p_int_uw = 256
switching_share_pct = 18.6
netSwitchingPower_uw = 58.6
seqPwrFrac_pct = 48.9
clock_power_share_pct = 47.2

[floorplanning]
pin_count = 32
die-width_um = 84
fp.dieH_um = 84
fp-row-count = 23
die-area_um2 = 7060
coreArea_um2 = 3970
initCoreUtil_pct = 13.0

[yosys]
ys_sh_adder_pct = 0
area_leaders = "dfrtp_1, buf_4, dfstp_2, nor4_4, a21o_1"
ys_seq_share_pct = 53.4
synth.top_cell.area_share_pct = 48.3
synth_warnings = 1
mux_share_pct = 0
ys_area_um2 = 518
synth.avg_cell_area_um2 = 11.3
top_area_cell = "dfrtp_1"
synthXorXnorAreaFrac_pct = 0
async_flop_share_pct = 100
synth-seq-cells = 11
ff_type = "dfrtp_1"
aoi_share_pct = 6.28
syn_inst = 46
synth-edff-count = 0
logic_family = "buffers and inverters"
simple_gate_area_share_pct = 17.9
syn-cell-area_um2 = 518
synth_cell_type_count = 19
yosys_cells = 46

[global_routing]
globalRouteTotalUtil_pct = 3.57
grtUsageMet3_pct = 2.85
grt_max_degree = 14
grt_pass1_vias = 403
grt.busiest_layer = "met2"
use_met2_pct = 5.23
grt_pass1_wl_um = 2030
use_met1_pct = 4.20
antenna_found_initial = 0
grt_overflow_total = 0

[clocking]
clk_pin_slew_worst_paths_ns = 0.04
clk_latency_ns = 0.23
cts.sinks = 11
cts_tree = "built"
cts_setup_buffers = 0
cts-htree-levels = 1
clockBufferDepth = 2
cts_made_buffers = 3
ctsResizeCount = 0
ctsHoldBuffers = 0
cts_root_buffer = "clkbuf_8"

[final_timing]
setup_slack_ns = 0.630
worstMarginPinSlew_ns = 0.528
hold-worst-slack_ns = 0.390
maxSlewViolCount = 0
fmaxAchievable_mhz = 441
setup_violations = 0
fin_crit_ns = 2.27
fin_crit_sh_pct = 78.3
hold_viol = 0
relSlewSlack_pct = 64.7
clock_skew_ns = 0.00245
setup-tns-final_ns = 0
rsz0062_at_grt = "no"

[setup_path]
cp_data_arrival_time_ns = 1.69
crit_fanout = 2
worstSetupStartpointType = "input port"
r2r-end = "dut_busy"
cpPeakStageDelay_ns = 0.47
reg2reg_slack_ns = 1.77
cp_slowest_cell = "clkdlybuf4s50_1"
rr_startpoint = "current_state[8]"
path_class = "in -> out"
worst_r2r_path_depth = 2
required_ns = 2.32
crit_chain = "clkdlybuf4s50_1 > nand2b_1 > nand3_1 > clkdlybuf4s50_1"
cp_common_cell = "clkdlybuf4s50_1"
cp-end-kind = "primary output"

[status]
status = "finished, final reports clean"

[run]
max_cap_viol_count = 0
warnings = 25

[placement]
place_congestion = 0.768
place_inst = 111
placed_area_um2 = 709
place_ws_ns = 0.614
numPortBuffers = 20

[hold_path]
hold_end = "current_state[8]"
hold_path_class = "reg -> reg"
min_path_cells = 0
min-delay-start = "current_state[3]"
power groups by stage:
| stage | Sequential (uW) | Combinational (uW) | Clock (uW) |
|---|---|---|---|
| CTS | 154 | 13.1 | 153 |
| global route | 154 | 15.1 | 163 |
| finish | 154 | 12.2 | 149 |
logic make-up (layout without fill, tap and decap cells):
kind of cell,Yosys count,after routing
buffers and inverters,16,25
AND-OR/OR-AND,4,4
other,1,11
AND/OR/NAND/NOR,14,14
flip-flops,11,11
state kept, by name (all words and copies together) (netlist names):
name,count
current_state,10
dut_busy,1
worst max-delay path, delay by kind of cell:
| kind | cells | cell delay, ns |
|---|---|---|
| and+or+nand+nor | 2 | 0.22 |
| buffers and inverters | 2 | 0.89 |
area by class of cell:
class | instances | area, um^2
multi-input combinational | 29 | 166
fill | 428 | 3220
inverter | 1 | 3.75
timing repair buffer | 20 | 200
sequential | 11 | 277
clock buffer | 4 | 45.0
tap | 50 | 62.6
cell usage after synthesis, types with 2 or more instances:
library cell	count
buf_4	14
dfrtp_1	10
a21o_1	2
and2_1	2
nand2_1	2
nand2b_1	2
nand3_1	2
routing by layer:
layer | vias to the layer above | routed length, um
met3 | 0 | 185
met2 | 24 | 504
met4 | 0 | 0
met1 | 156 | 521
met5 | - | 0
li1 | 162 | -
worst max path at each step:
stage	cells after the start	end	startpoint
finish	4	inc	x_dim_sec_flag
CTS	4	inc	x_dim_sec_flag
global route	3	weight_PC[0]	current_state[8]
through the flow:
step / power (uW) / utilization, %
final: 315 / 19.0
after global placement: 169 / 17.9
after CTS: 321 / 19.0
after detailed placement: 169 / 17.9
after floorplan: 168 / -
after global routing: 332 / 19.0
Power figures rest on the tool's default switching activity, not on a simulated workload.
